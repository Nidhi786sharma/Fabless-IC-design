<file path="flow/design.v">
module cla_adder
        (   input [3:0] A,B,
            input cin,
            output [3:0] S,
            output cout
            );
wire [3:0] P,G;
wire [4:0] C;   
assign P = A ^ B;
assign G = A & B;
cla_block gen_c(P,G,cin,C);
assign S = P ^ C[3:0];
assign cout = C[4];
endmodule
module cla_block
        (   input [3:0] P,G,
            input cin,
            output [4:0] C
            );
assign C[0] = cin;
assign C[1] = G[0] | (P[0] & cin);
assign C[2] = G[1] | (P[1] & G[0]) | (P[1] & P[0] & cin);
assign C[3] = G[2] | (P[2] & G[1]) | (P[2] & P[1] & G[0]) | (P[2] & P[1] & P[0] & cin);
assign C[4] = G[3] | (P[3] & G[2]) | (P[3] & P[2] & G[1]) | 
            (P[3] & P[2] & P[1] & G[0]) | (P[3] & P[2] & P[1] & P[0] & cin);
endmodule
</file>
<file path="flow/run.sh">
#!/bin/bash
# OpenROAD 26Q1-2900-gdf79404cd8, Yosys 0.63+post, stock flow scripts
make -C /OpenROAD-flow-scripts/flow DESIGN_CONFIG=/design/flow/config.mk WORK_HOME=/design/flow/orfs finish
</file>
<file path="flow/config.mk">
export PLATFORM = sky130hd
export DESIGN_NAME = cla_adder
export DESIGN_NICKNAME = cla_adder
export VERILOG_FILES = /design/flow/design.v
export SDC_FILE = /design/flow/constraint.sdc
export NUM_CORES = 4
export LEC_CHECK = 1
export CORE_AREA = 10 10 70 70
export DIE_AREA = 0 0 80 80
</file>
<file path="flow/constraint.sdc">
current_design cla_adder

set clk_period 3.0
set clk_io_pct 0.2

create_clock -name clk0 -period $clk_period

set non_clock_inputs [all_inputs -no_clocks]
set_input_delay [expr $clk_period * $clk_io_pct] -clock clk0 $non_clock_inputs
set_output_delay [expr $clk_period * $clk_io_pct] -clock clk0 [all_outputs]
</file>
==> results.py <==
# Generated from Yosys and OpenROAD reports
metrics = {
    "sta": {
        "tightest_slew_ns": 0.144,
        "maxClockFrequency_mhz": 344,
        "slew_violations": 0,
        "period_minus_slack_ns": 2.91,
        "worst_slack_ns": 0.0934,
        "slew_headroom": 0.904,
        "period_used_share": 0.969,
        "finalSetupViolCount": 0,
        "hold_viol": 0,
    },
    "drt": {
        "drt_iter0_markers": 1,
        "antenna_left": 0,
        "routedWlPerCell_um": 6.68,
        "drt-total-wl_um": 534,
        "diodes": 0,
        "num_vias": 175,
        "drc": 0,
        "vias_per_cell": 2.19,
        "drt_first_pass_iters": 2,
    },
    "floorplanning": {
        "row_count": 21,
        "fp_util": 0.0432,
        "die_h_um": 80,
        "ios": 14,
        "dieArea_um2": 6400,
        "die_x_um": 80,
        "core_um2": 3420,
    },
    "global_routing": {
        "met1_usage": 0.0219,
        "grt_max_degree": 4,
        "top_usage_layer": "met1",
        "globalRouteMet3Util": 0.0136,
        "overflow": 0,
        "grt.total_usage": 0.0157,
        "grt_pass1_wl_um": 821,
        "antenna_found_initial": 0,
        "grt_pass1_vias": 181,
        "use_met2": 0.0185,
    },
    "status": {
        "outcome": "finished clean",
    },
    "cts": {
        "holdBufCountCts": 0,
    },
    "critical_path": {
        "cp-start-kind": "primary input",
        "crit_required_ns": 2.40,
        "cp_max_fo": 3,
        "cp.arrival_ns": 2.31,
        "crit_type": "in2out",
        "cp-end-kind": "output pin",
    },
    "yosys": {
        "ys_sh_mux": 0,
        "synth_area_um2": 148,
        "yosys.area_share.aoi": 0.246,
        "ys_types": 8,
        "ys_chip_area_um2": 148,
        "postSynthSeqShare": 0,
        "syn_avg_cell_area_um2": 8.68,
        "top_logic_kind": "adder cells",
        "xor_share": 0.178,
        "yosys_warnings": 0,
        "syn_inst": 17,
        "yosysCellCount": 17,
        "synthAdderAreaFrac": 0.475,
        "synthSimpleGateAreaFrac": 0,
    },
    "run": {
        "max_cap_violations": 0,
        "warnings": 32,
    },
    "power": {
        "p_total_mw": 0.0641,
        "power_density_nw_per_um2": 171,
        "ir_worst_vdd_mv": 0.0485,
        "leakagePower_nw": 0.193,
    },
    "place": {
        "numPortBuffers": 14,
        "pre_cts_ws_ns": 0.00919,
        "place_congestion": 0.791,
    },
    "min_path": {
        "hold_class": "in2out",
    },
    "final_layout": {
        "clockBufferCount": 0,
        "lay_top_count": "clkdlybuf4s50_1",
        "final_layout_top_logic_cells": "11 x clkdlybuf4s50_1, 4 x inv_1, 4 x ha_1",
        "area_growth_pct": 154,
        "regArea_um2": 0,
        "flops": 0,
        "drive_gt1_frac": 0.0882,
    },
}
==> per-stage QoR <==
stage,hold WS [ns],util,std cells,cell area (µm²),setup TNS (ns)
finish,1.99,0.110,80,375,0
global route,2.04,0.110,80,375,-0.00236
CTS,2.28,0.103,78,353,0
detailed placement,2.28,0.103,78,353,0
global placement,2.27,0.103,78,353,0
floorplan,1.37,-,17,148,0
==> final timing paths <==
| path | startpoint | cells after the start | slack [ns] | to |
|---|---|---|---|---|
| hold / removal | B[3] | 4 | 1.99 | S[3] |
| setup / recovery | B[2] | 6 | 0.09 | cout |
==> critical path, cell delays in order <==
cell and delay [ns]:
clkdlybuf4s50_1 0.41, ha_1 0.33, a21o_1 0.18, a31o_1 0.20, a21o_1 0.18, clkdlybuf4s50_1 0.40
==> cell families (layout without fill, tap and decap cells) <==
family | Yosys count | after routing
AOI/OAI and AO/OA | 5 | 5
xor gates and xnor gates | 3 | 3
adders and majority gates | 5 | 5
buffers and inverters | 4 | 21
==> routing by layer <==
layer / vias to the layer above / part of all wire
met3: 0 / 0.27
met2: 13 / 0.27
met1: 70 / 0.46
li1: 92 / -
met5: - / 0
met4: 0 / 0
==> cell usage after synthesis (all sizes together) <==
master	number	area (µm²)
inv	4	15.0
a31o	1	8.76
a21oi	1	5.00
xor2	1	8.76
fa	1	20.0
xnor2	2	17.5
a21o	3	22.5
ha	4	50.1
==> power by group <==
group	switching [mW]	internal (mW)	leakage, nW
Clock	0	0	0
Combinational	0.0180	0.0462	0.193
Sequential	0	0	0
==> layout make-up <==
| class | count | area [µm²] |
|---|---|---|
| timing repair buffer | 17 | 170 |
| tap | 46 | 57.6 |
| fill | 391 | 3040 |
| multi-input combinational | 13 | 133 |
| inverter | 4 | 15.0 |
==> what timing repair did <==
item | CTS | global route
buffers inserted | 0 | 2
resized | 0 | 3
endpoints found under the setup margin | 0 | 2
Power and IR drop assume default switching activity.
