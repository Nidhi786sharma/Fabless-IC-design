File: run.sh
#!/bin/bash
# OpenROAD 26Q1-2900-gdf79404cd8, Yosys 0.63+post, stock flow scripts
make -C /OpenROAD-flow-scripts/flow DESIGN_CONFIG=/design/flow/config.mk WORK_HOME=/design/flow/orfs finish
File: config.mk
export PLATFORM = sky130hd
export DESIGN_NAME = carry_ripple_adder
export DESIGN_NICKNAME = carry_ripple_adder
export VERILOG_FILES = /design/flow/design.v
export SDC_FILE = /design/flow/constraint.sdc
export NUM_CORES = 4
export LEC_CHECK = 1
export CORE_AREA = 10 10 70 70
export DIE_AREA = 0 0 80 80
File: constraint.sdc
current_design carry_ripple_adder

set clk_period 3.8
set clk_io_pct 0.2

create_clock -name clk0 -period $clk_period

set non_clock_inputs [all_inputs -no_clocks]
set_input_delay [expr $clk_period * $clk_io_pct] -clock clk0 $non_clock_inputs
set_output_delay [expr $clk_period * $clk_io_pct] -clock clk0 [all_outputs]
File: design.v
module carry_ripple_adder(sum,cout,a,b,cin);
input [3:0]a,b; 
input cin; 
output [3:0]sum; 
output cout; 
wire w1,w2,w3;
Full_Adder cr1(.sum(sum[0]),.cout(w1),.a(a[0]),.b(b[0]),.cin(cin));
Full_Adder cr2(.sum(sum[1]),.cout(w2),.a(a[1]),.b(b[1]),.cin(w1));
Full_Adder cr3(.sum(sum[2]),.cout(w3),.a(a[2]),.b(b[2]),.cin(w2));
Full_Adder cr4(.sum(sum[3]),.cout(cout),.a(a[3]),.b(b[3]),.cin(w3));
endmodule                                                                                                                                                                                      module Full_Adder(a,b,cin,sum,cout);
input a,b,cin;   
output sum,cout;  
assign sum=a^b^cin;  
assign cout=(a&b)|(b&cin)|(cin&a); 
endmodule
==> reports/results.txt <==
Status - finished clean
Chip area - 6400 um^2
Fill cells - 407
Ratio of final minimum period to clock period - 95.9%
Max-Slew Margin vs Limit - 93.5%
Mapped Cells - 18
Diodes inserted - 0
Vias in the first global route - 137
Post-route setup TNS - 0 ns
Mapped Area - 148 um^2
Hold Crit Start - b[3]
Final setup margin - 0.156 ns
Unrepaired setup endpoints after global routing - false
Total I/O pin count - 14
YS chip area - 148 um^2
Largest fanout on the critical path - 1
Initial core utilization - 4.32%
WL/cell - 5.31 um
CP Class - in -> out
Pre-CTS WS - -0.169 ns
Post-CTS Setup Inserts - 0
Tot GR Track Use - 1.18%
Layout cells sized above 1 - 25.0%
Routed vias/inst - 1.57
Slew Viols, Final - 0
Worst hold path type - in -> out
Global-route wire length before repair - 600 um
Via Count - 116
Core Rows - 21
Die X - 80 um
Peak Freq - 0.274 GHz
Synthesis-to-finish area growth - 117%
Flip-flops - 0
Hold Vio Cnt, Final - 0
Register area - 0 um^2
Post-DRT Antenna Nets - 0
# port buffers - 14
Max-Cap Viols - 0
DP Cell Count - 74
Routed WL - 393 um
Pwr per Cell Area - 114 nW/um^2
Layout clock buffer count - 0
Synthesis warning total - 0
Tightest Pin Transition - 0.0977 ns
Largest net degree at the start of global routing - 2
Grt total ovfl - 0
Yosys cell count - 18
CP Capture Type - output pin
DRT iter0 DRCs - 0
Crit path from - cin
Die Ht - 80 um
LEAKAGE - 0.133 nW
Critical path arrival - 2.88 ns
Drt drc - 0
Number of OpenROAD warnings - 32
Unique cell types - 3
GP Congestion - 0.746
WP data required - 3.04 ns
Mean post-synth cell area - 8.20 um^2
Fin cells - 74
Fin Hold WS - 2.38 ns
Post-DP HPWL - 387 um
Antenna violations before repair - 0
Cts-stage hold buffer count - 0
Maximum resistive drop on vdd - 27.5 uV
Drt first pass iters - 1
# setup viols final - 0
Tmin final - 3.64 ns
Total core area - 3420 um^2
Worst Setup Start Kind - input port
Post-synth seq share - 0%
Combinational Area - 87.6 um^2
metrics by stage:
stage | power, mW | cell area [um^2] | utilization (%)
after CTS | 0.0380 | 320 | 9.38
after global routing | 0.0431 | 320 | 9.38
after global placement | 0.0380 | 315 | 9.23
after floorplan | 0.0181 | 148 | -
final | 0.0364 | 320 | 9.38
after detailed placement | 0.0378 | 315 | 9.23
critical path, stage by stage:
cell             delay [ns]
clkdlybuf4s50_1        0.47
inv_2                  0.04
fa_2                   0.37
inv_2                  0.06
fa_2                   0.20
fa_2                   0.20
inv_2                  0.04
fa_1                   0.49
inv_1                  0.03
dlygate4sd2_1          0.23
cell usage in the layout (no fill, tap or decap):
| cell | instances |
|---|---|
| clkdlybuf4s50_1 | 12 |
| fa_1 | 1 |
| dlygate4sd2_1 | 2 |
| inv_1 | 6 |
| fa_2 | 3 |
| inv_2 | 4 |
cell families after synthesis:
group | share of synthesized area, %
buffers and inverters | 45.8
adders and majority gates | 54.2
cell type report:
type | count | share of cell area [%]
inverter | 10 | 11.7
timing repair buffer | 14 | 43.0
multi-input combinational | 4 | 27.3
tap | 46 | 18.0
timing repair:
action,4_1_cts,5_1_grt
setup endpoints to repair,2,1
resized,9,0
pin swaps,4,1
cell usage after synthesis:
cell / number / area share, %
fa_1: 4 / 54
inv_1: 10 / 25
buf_4: 4 / 20
routing by layer:
layer | GRT usage, % | vias to the layer above | wire (um)
li1 | - | 60 | -
met1 | 2.00 | 42 | 217
met2 | 1.04 | 14 | 62
met3 | 0.909 | 0 | 113
met4 | 0 | 0 | 0
met5 | 0 | - | 0
report_power, final:
group / internal [mW] / switching [mW] / leakage, nW / total (mW)
combinational: 0.0256 / 0.0108 / 0.133 / 0.0364
clock: 0 / 0 / 0 / 0
sequential: 0 / 0 / 0 / 0
final timing paths:
| kind | endpoint | slack, ns | depth (start not counted) |
|---|---|---|---|
| worst max-delay path | sum[3] | 0.16 | 10 |
| worst min-delay path | sum[3] | 2.38 | 5 |
Power figures rest on the tool's default switching activity, not on a simulated workload.
