==> flow/design.v <==
module FIFO(  Clk,
              RstN,
              Data_In,
              FClrN,
              FInN,
              FOutN,
              F_Data,
              F_FullN,
              F_LastN,
              F_SLastN,
              F_FirstN,
              F_EmptyN
           );
input                       Clk;       
input                       RstN;      
input [(32-1):0]       Data_In;   
input                       FInN;      
input                       FClrN;     
input                       FOutN;     
output [(32-1):0]      F_Data;    
output                      F_FullN;   
output                      F_EmptyN;  
output                      F_LastN;   
output                      F_SLastN;  
output                      F_FirstN;  
reg                F_FullN;
reg                F_EmptyN;
reg                F_LastN;
reg                F_SLastN;
reg                F_FirstN;
reg    [2:0]       fcounter;     
reg    [(2-1):0]   rd_ptr;       
reg    [(2-1):0]   wr_ptr;       
wire   [(32-1):0]    FIFODataOut;  
wire   [(32-1):0]    FIFODataIn;   
wire   ReadN  = FOutN;
wire   WriteN = FInN;
assign F_Data     = FIFODataOut;  
assign FIFODataIn = Data_In;     
    FIFO_MEM_BLK memblk(.clk(Clk),          .writeN(WriteN),
                        .rd_addr(rd_ptr),
                        .wr_addr(wr_ptr),
                        .data_in(FIFODataIn),
                        .data_out(FIFODataOut)
                       ); 
 always @(posedge Clk or negedge RstN)
    begin
       if(!RstN) begin
           fcounter    <= 0;
           rd_ptr      <= 0;
           wr_ptr      <= 0;
       end
       else begin
           if(!FClrN ) begin
               fcounter    <= 0;
               rd_ptr      <= 0;
               wr_ptr      <= 0;
           end
           else begin
               if(!WriteN && F_FullN) 
                   wr_ptr <= wr_ptr + 1;
               if(!ReadN && F_EmptyN)
                   rd_ptr <= rd_ptr + 1;
               if(!WriteN && ReadN && F_FullN) 
                   fcounter <= fcounter + 1;
 else if(WriteN && !ReadN && F_EmptyN)
                   fcounter <= fcounter - 1;
          end
       end
    end
 always @(posedge Clk or negedge RstN)
    begin
       if(!RstN)
          F_EmptyN <= 1'b0;
       else begin
          if(FClrN==1'b1) begin
             if(F_EmptyN==1'b0 && WriteN==1'b0)
                 F_EmptyN <= 1'b1;
             else if(F_FirstN==1'b0 && ReadN==1'b0 && WriteN==1'b1)
                 F_EmptyN <= 1'b0;
          end
          else
             F_EmptyN <= 1'b0;
       end
end
 always @(posedge Clk or negedge RstN)
    begin
       if(!RstN)
          F_FirstN <= 1'b1;
       else begin
          if(FClrN==1'b1) begin
             if((F_EmptyN==1'b0 && WriteN==1'b0) ||
                (fcounter==2 && ReadN==1'b0 && WriteN==1'b1))
                 F_FirstN <= 1'b0;
             else if (F_FirstN==1'b0 && (WriteN ^ ReadN))
                 F_FirstN <= 1'b1;
          end
          else begin
             F_FirstN <= 1'b1;
          end
       end   
    end   
 always @(posedge Clk or negedge RstN)
    begin
       if(!RstN)
          F_SLastN <= 1'b1;
       else begin
          if(FClrN==1'b1) begin
             if( (F_LastN==1'b0 && ReadN==1'b0 && WriteN==1'b1) || 
                 (fcounter == (4-3) && WriteN==1'b0 && ReadN==1'b1))
                 F_SLastN <= 1'b0;
             else if(F_SLastN==1'b0 && (ReadN ^ WriteN) )
                 F_SLastN <= 1'b1;
          end
          else
             F_SLastN <= 1'b1;
       end
    end 
 always @(posedge Clk or negedge RstN)
    begin
       if(!RstN)
          F_LastN <= 1'b1;
       else begin
          if(FClrN==1'b1) begin
             if ((F_FullN==1'b0 && ReadN==1'b0)  ||
                 (fcounter == (4-2) && WriteN==1'b0 && ReadN==1'b1))
                 F_LastN <= 1'b0;
             else if(F_LastN==1'b0 && (ReadN ^ WriteN) )
                 F_LastN <= 1'b1;
          end
          else
             F_LastN <= 1'b1;
       end
    end
 always @(posedge Clk or negedge RstN)
    begin
       if(!RstN)
           F_FullN <= 1'b1;
       else begin
           if(FClrN==1'b1)  begin
               if (F_LastN==1'b0 && WriteN==1'b0 && ReadN==1'b1)
                    F_FullN <= 1'b0;
               else if(F_FullN==1'b0 && ReadN==1'b0)
                    F_FullN <= 1'b1;
           end
           else
               F_FullN <= 1'b1;
       end
    end
endmodule
module FIFO_MEM_BLK( clk,
                     writeN,
                     wr_addr,
                     rd_addr,
                     data_in,
                     data_out
                   );
input                    clk;        
input                    writeN;     
input  [(2-1):0]  wr_addr;    
input  [(2-1):0]  rd_addr;    
input  [(32-1):0]   data_in;    
output [(32-1):0]   data_out;   
wire   [(32-1):0] data_out;  
reg    [(32-1):0] FIFO[0:(4-1)];
assign data_out  = FIFO[rd_addr];
always @(posedge clk)
begin
   if(writeN==1'b0)
      FIFO[wr_addr] <= data_in;
end
endmodule
==> flow/run.sh <==
#!/bin/bash
# OpenROAD 26Q1-2900-gdf79404cd8, Yosys 0.63+post, stock flow scripts
make -C /OpenROAD-flow-scripts/flow DESIGN_CONFIG=/design/flow/config.mk WORK_HOME=/design/flow/orfs finish
==> flow/config.mk <==
export PLATFORM = sky130hd
export DESIGN_NAME = FIFO
export DESIGN_NICKNAME = FIFO
export VERILOG_FILES = /design/flow/design.v
export SDC_FILE = /design/flow/constraint.sdc
export NUM_CORES = 4
export LEC_CHECK = 1
export CORE_UTILIZATION = 50
==> flow/constraint.sdc <==
current_design FIFO

set clk_period 6.6
set clk_io_pct 0.2

create_clock -name clk0 -period $clk_period [get_ports {Clk}]

set non_clock_inputs [all_inputs -no_clocks]
set_input_delay [expr $clk_period * $clk_io_pct] -clock clk0 $non_clock_inputs
set_output_delay [expr $clk_period * $clk_io_pct] -clock clk0 [all_outputs]
==> GITHUB_STEP_SUMMARY <==
### Metrics collected by this job

| Metric | Value |
|---|---|
| Status | completed |
| Arrival @ worst endpoint | around 2.6 ns |
| CTS Root Cell | clkbuf_8 |
| Hold Crit Start | F_SLastN |
| Synth area leader | edfxtp_1 |
| Floorplan core density | 52.2% |
| Htree depth | 4 |
| # diodes | 0 |
| # port buffers | 73 |
| Placed wire-length estimate | 5370 µm |
| Pins over their slew limit | 0 |
| Final worst clock skew | ~0.0048 ns |
| Post-route ant nets | 0 |
| Die W | around 110 µm |
| Setup bufs post-CTS | 0 |
| WHS Endpoint | F_SLastN |
| Clock buffer depth | 2 |
| Cts hold-fix bufs | 0 |
| DRT iter0 DRCs | 54 |
| Synth Seq Share | 76.3% |
| Hold Crit Class | reg2reg |
| Commonest Layout Cell | edfxtp_1 |
| Syn Inst Count | 245 |
| Max VDD drop | 0.165 mV |
| Reg-to-Reg End | memblk.FIFO[1][7] |
| Vias per Instance | 5.34 |
| Commonest flop | edfxtp_1 |
| Asr flop ratio synth | under 10% |
| Via count | 2,573 |
| Critical Path RT | between 5 and 6 ns |
| Die height | 106 µm |
| Biggest area cells | edfxtp_1, mux4_2, dfrtp_1 |
| Num rows | 37 |
| Slew @ Worst Pin | 0.732 ns |
| Routability cong. | between 0.7 and 0.8 |
| Critical Path End Type | output pin |
| Cycle use final | 59.3% |
| Total power | 2.07 mW |
| Top Layout Cells | edfxtp_1, clkdlybuf4s50_1, mux4_2 |
| Period minus WS final | around 3.9 ns |
| Initial antenna violation count | 0 |
| Largest net degree at the start of global routing | 29 |
| Pleak | 2.28 nW |
| Startpoint types | register |
| PostCTS Resize Cnt | 0 |
| Area Overhead vs Synth | 26.4% |
| Total congestion overflow | 0 |
| Routed len/inst | roughly 19 µm |
| Reg clk slew, reported paths | 0.06 ns |
| Hold path cells | 2 |
| # fillers | 712 |
| Core area | 10,400 µm² |
| Worst-Skew Late Latency | roughly 0.5 ns |
| R2r worst-path depth | 4 |
| Pre-CTS setup slack | a little over 3 ns |
| Number of enable flip-flop cells | 128 |
| Final WS setup | roughly 2.7 ns |
| TritonCTS Buffers | 17 |
| Total track usage | 19.4% |
| CP max FO | 28 |
| Layout cell share with drive strength beyond 1 | a little over a fifth |
| Max cap viols | 0 |
| Count of tool warnings | 33 |
| FF+latch area | 4150 µm² |
| Flops after synth | 140 |
| Chip Area, Yosys | 5440 µm² |
| Mean post-synth cell area | roughly 22 µm² |
| Boundary pin count | 74 |
| Final std cells w/o fill | 482 |
| # DRC | 0 |
| Post-synth cell types | 36 |
| Fmax | 0.255 GHz |
| Crit path kind | reg2out |
| Vias in the first global route | 2,814 |
| Setup Total Neg Slack | 0 ns |
| DIE AREA | ~11,000 µm² |
| Logic area | approximately 1200 µm² |
| First-pass GRT wire length | 14,600 µm |
| Drt pass-1 iters | 4 |
| Hold Vio Cnt, Final | 0 |
| Relative slew slack | 51.0% |
| Power per cell area | approximately 300 nW/µm² |
| Drt total wl | 8960 µm |
| Max-area cell share | 70.7% |
| Placed cell count | around 450 |
| RSZ-0062 raised after global routing | false |
| Setup violators final | 0 |
| CTS tree | done |
| Synth warn | 2 |
| R2r startpoint | wr_ptr[1] |
| Yosys Instances | 245 |
| Mapped Area | around 5400 µm² |
| CTS Sinks | 140 |
| Flop2flop setup slack | 4.76 ns |
## cell usage after synthesis, types with 2 or more instances
| cell | n |
|---|---|
| dfrtp_1 | 8 |
| nor2b_1 | 6 |
| nor2_1 | 2 |
| mux4_2 | 28 |
| nand3_1 | 2 |
| o21ai_0 | 4 |
| and2_1 | 2 |
| nand4_1 | 2 |
| mux4_1 | 4 |
| a21oi_1 | 2 |
| nand3b_1 | 2 |
| o22ai_1 | 2 |
| inv_1 | 8 |
| buf_2 | 5 |
| xnor2_1 | 3 |
| ha_1 | 10 |
| nand2_1 | 3 |
| dfstp_2 | 4 |
| buf_12 | 3 |
| edfxtp_1 | 128 |
| nor4b_1 | 2 |
## registers in the layout (all words and copies together) (netlist names)
name and cells:
fcounter 3, F_FullN 1, F_LastN 1, rd_ptr 2
F_SLastN 1, F_EmptyN 1, F_FirstN 1, wr_ptr 2
memblk.FIFO 128
## metrics by stage
step           instance area [µm²]  util [%]  hold WS, ns
4_1_cts                       6870      65.9        0.542
3_3_place_gp                  6310      60.6        0.523
3_5_place_dp                  6310      60.6        0.530
6_report                      6870      65.9        0.547
5_1_grt                       6870      65.9        0.569
2_1_floorplan                 5440         -        0.492
## cell type report
type                    instances  area share (%)
clock inverters                13            1.93
inverters                       8           0.437
clock buffers                  19            6.14
well taps                     136            2.48
multi-input cells              87            17.3
flip-flops and latches        140            60.4
repair buffers                 79            11.3
## how the worst max path moves through the flow
stage / from / endpoint / slack [ns] / cells after the start
after CTS: rd_ptr[0] / F_Data[5] / 2.57 / 3
after global routing: rd_ptr[0] / F_Data[4] / 2.48 / 3
final: rd_ptr[0] / F_Data[4] / 2.68 / 3
## kinds of logic (layout without fill, tap and decap cells)
kind of cell	count (synthesis)	after routing	synth area share (%)
xor+xnor	3	3	0.483
mux	34	34	13.9
compound gates	14	14	1.63
buf+inv	18	119	2.39
simple gates	26	26	2.95
flops	140	140	76.3
fa+ha+maj	10	10	2.30
## layer usage
metal	wire length [µm]	up-vias	global-route usage (%)
li1	-	1185	-
met1	3810	1269	34.4
met2	4220	112	26.7
met3	849	7	9.38
met4	84	0	2.28
met5	0	-	0
## power breakdown
part / switching [mW] / total, mW / internal (mW)
clock network: 0.357 / 0.866 / 0.509
logic: 0.0674 / 0.176 / 0.108
registers: 0.0161 / 1.03 / 1.02
## critical path: stages, from the launching register on
cell and delay (ns):
dfrtp_2 0.50, buf_4 0.52, mux4_1 0.63, clkdlybuf4s50_1 0.44
Power is estimated from default activity; no workload was simulated.
